==> ./design.v <==
module mux_8to1 #(parameter N = 64) (
    input[2:0] sel,
    input[N-1:0] in1,in2,in3,in4, in5,in6,in7,in8,
    output[N-1:0] out
);
    assign out = (sel == 3'd0) ? in1 :
                (sel == 3'd1) ? in2 : 
                (sel == 3'd2) ? in3 : 
                (sel == 3'd3) ? in4 : 
                (sel == 3'd4) ? in5 : 
                (sel == 3'd5) ? in6 : 
                (sel == 3'd6) ? in7 : 
                (sel == 3'd7) ? in8 : {N{1'bz}};
endmodule
module mux_5to1 #(parameter N = 64) (
    input[2:0] sel,
    input[N-1:0] in1,in2,in3,in4,
    output[N-1:0] out
);
    assign out = (sel == 3'd0) ? in1 :
                (sel == 3'd1) ? in2 : 
                (sel == 3'd2) ? in3 : 
                (sel == 3'd3) ? in4 : 
                (sel == 3'd4) ? {N{1'b0}} : {N{1'bz}};
endmodule
module mux_2to1 #(parameter N = 62*8)(
    input sel, input[N-1:0] in1, in2,
    output [N-1:0] out
);
    assign out = sel ? in2 : in1;
endmodule
==> ./run.sh <==
#!/bin/bash
# OpenROAD 26Q1-2900-gdf79404cd8, Yosys 0.63+post, stock flow scripts
make -C /OpenROAD-flow-scripts/flow DESIGN_CONFIG=/design/flow/config.mk WORK_HOME=/design/flow/orfs finish
==> ./config.mk <==
export PLATFORM = sky130hd
export DESIGN_NAME = mux_2to1
export DESIGN_NICKNAME = mux_2to1
export VERILOG_FILES = /design/flow/design.v
export SDC_FILE = /design/flow/constraint.sdc
export NUM_CORES = 4
export LEC_CHECK = 1
export CORE_AREA = 10 10 569 569
export DIE_AREA = 0 0 579 579
==> ./constraint.sdc <==
current_design mux_2to1

set clk_period 1.0
set clk_io_pct 0.2

create_clock -name clk0 -period $clk_period

set non_clock_inputs [all_inputs -no_clocks]
set_input_delay [expr $clk_period * $clk_io_pct] -clock clk0 $non_clock_inputs
set_output_delay [expr $clk_period * $clk_io_pct] -clock clk0 [all_outputs]
==> run_results.csv <==
group,metric,value,unit
power,p_per_area,515.4,nW/um^2
routing,wl_per_cell,54.35,um
run_status,violations,"negative setup slack",
sta,relSlewSlack,33.43,%
routing,ant_nets,0,
sta,drv_slew,0,
cells_and_area,syn_to_final_growth,388.5,%
setup_path,worst_path_dominant_cell_family,"buffers and inverters",
routing,drtPass1Iterations,4,
floorplanning,coreArea,311400,um^2
routing,via_per_inst,2.421,
sta,worst_pin_slew,0.9985,ns
sta,hold_viol,0,
sta,fmax,0.5692,GHz
power,power.switching,6.683,mW
setup_path,crit_arrival,1.56,ns
logic_synthesis,ys_cells,551,
routing,drc,0,
floorplanning,floorplan.core_util,1.983,%
logic_synthesis,ys_seq_share,0,%
routing,wl,352.2,mm
cells_and_area,drive_gt1_share,50.48,%
cells_and_area,n_fill_cell,35770,
sta,rsz0062_at_grt,"true",
global_routing,track_usage,20.07,%
setup_path,crit_path_start_kind,"primary input",
floorplanning,rows,205,
setup_path,critPathMaxStageDelay,0.45,ns
logic_synthesis,area_leaders,"mux2_2, buf_6, buf_2",
logic_synthesis,avgSynthCellArea,11.20,um^2
flow_run,warnings,36,
setup_path,crit_cells,5,
power,leakage,11.72,nW
setup_path,worstSetupPathType,"in -> out",
floorplanning,fp.dieW,579,um
floorplanning,die-area,335200,um^2
place,gp_congestion,1.351,
clock_tree,cts_hold_buffers,0,
power,intPower,8.860,mW
logic_synthesis,ys_warn_count,2,
global_routing,grt_pass1_vias,13840,
power,ir_drop,0.0002658,V
logic_synthesis,synth_top_area_share,90.47,%
sta,finalCritPeriodShare,175.7,%
place,hpwl,332.7,mm
sta,setup_viol,496,
sta,fin_ws,-0.7569,ns
hold_path,hold_depth,3,
setup_path,cp-startpoint,"sel",
run_status,run_status,"finished with violations",
hold_path,hp-start,"in2[444]",
setup_path,cp.required,0.80,ns
hold_path,hold_class,"in -> out",
cells_and_area,clock_buffers,0,
setup_path,slowest_stage,"clkdlybuf4s50_1",
logic_synthesis,synth_cell_types,3,
setup_path,critical_path.max_fanout,12,
sta,final.min_clock_period,1.757,ns
global_routing,antenna_found_initial,545,
place,place_area,26340,um^2
global_routing,grt_max_degree,30,
global_routing,grt_overflow,0,
hold_path,hold_end,"out[444]",
routing,first_iter_violations,796,
global_routing,grt_pass1_wl,375.3,mm
floorplanning,pin_count,1489,
routing,num_vias,15690,
cells_and_area,fin_util,9.685,%
logic_synthesis,syn_inst,551,
setup_path,critPathCaptureType,"output port",
power,swShare,43.00,%
cells_and_area,design.seq.count,0,
setup_path,path_cells,"buf_16 -> buf_16 -> buf_12 -> mux2_2 -> clkdlybuf4s50_1",
logic_synthesis,yosys.area.top_type,"mux2_2",
cells_and_area,fin_area,30160,um^2
logic_synthesis,yosys_area,6173,um^2
flow_run,drv_cap,0,
place,place.port_buffers,1489,
logic_synthesis,netlist_area,6173,um^2
setup_path,path_common_cell,"buf_16",
setup_path,cp.buffers_inverters,4,
cells_and_area,flop_area,0,um^2
floorplanning,die_h,579,um
[layout by cell type (no fill, tap or decap)]
master,instances
clkdlybuf4s50_1,969
buf_4,188
buf_16,18
buf_8,52
diode_2,161
mux2_4,249
dlygate4sd2_1,51
mux2_2,247
buf_12,100
dlymetal6s2s_1,57
clkdlybuf4s15_1,2
clkbuf_2,75
clkbuf_16,18
clkdlybuf4s15_2,1
buf_6,142
buf_2,10
[final cells by class]
| cell class | instances | area, um^2 | area share (%) |
|---|---|---|---|
| multi-input cells | 496 | 6520 | 21.62 |
| repair buffers | 1683 | 18050 | 59.87 |
| diodes | 161 | 402.9 | 1.336 |
| well taps | 4140 | 5180 | 17.18 |
[per-stage QoR]
| stage | hold slack, ns | total power [mW] | cells | setup TNS (ns) | worst slack (ns) |
|---|---|---|---|---|---|
| 2_1_floorplan | 0.4977 | 1.966 | 551 | -41.47 | -0.08941 |
| 3_3_place_gp | 1.099 | 14.02 | 6175 | -396.88 | -1.001 |
| 3_5_place_dp | 1.093 | 14.10 | 6175 | -403.78 | -1.018 |
| 4_1_cts | 0.9969 | 14.74 | 6213 | -343.98 | -0.8110 |
| 5_1_grt | 0.9591 | 16.15 | 6416 | -304.72 | -0.7630 |
| 6_report | 0.9195 | 15.54 | 6480 | -301.06 | -0.7569 |
[worst max-delay path by stage]
stage	to
4_1_cts	out[71]
5_1_grt	out[22]
6_report	out[272]
[repair_timing]
action	CTS	global route
pin swaps	0	0
buffers inserted	30	93
gates resized	310	624
endpoints found under the setup margin	496	496
cloned	10	20
[kinds of logic (layout without fill, tap and decap cells)]
family / Yosys count / in the layout / synth area share (%)
muxes: 496 / 496 / 90.47
buffers and inverters: 55 / 1683 / 9.526
other: 0 / 161 / 0
[metal layers]
layer	up-vias	GRT usage [%]	share of wire, %
met5	-	0	0.63
met4	338	8.008	5.4
met1	6739	20.23	33
met2	1998	30.79	43
met3	1014	15.82	17
li1	5602	-	-
[synth_stat cells]
cell and number:
mux2_2 496, buf_2 5, buf_6 50
Power figures rest on the tool's default switching activity, not on a simulated workload.
